===== ./run.sh =====
#!/bin/bash
# OpenROAD 26Q1-2900-gdf79404cd8, Yosys 0.63+post, stock flow scripts
make -C /OpenROAD-flow-scripts/flow DESIGN_CONFIG=/design/flow/config.mk WORK_HOME=/design/flow/orfs finish

===== ./config.mk =====
export PLATFORM = sky130hd
export DESIGN_NAME = mbx_fsm
export DESIGN_NICKNAME = mbx_fsm
export VERILOG_FILES = /design/flow/design.v
export SDC_FILE = /design/flow/constraint.sdc
export NUM_CORES = 4
export LEC_CHECK = 1
export CORE_AREA = 10 10 70 70
export DIE_AREA = 0 0 80 80

===== ./constraint.sdc =====
current_design mbx_fsm

set clk_period 1.8
set clk_io_pct 0.2

create_clock -name clk0 -period $clk_period [get_ports {clk_i}]

set non_clock_inputs [all_inputs -no_clocks]
set_input_delay [expr $clk_period * $clk_io_pct] -clock clk0 $non_clock_inputs
set_output_delay [expr $clk_period * $clk_io_pct] -clock clk0 [all_outputs]

===== ./design.v =====
module mbx_fsm (
	clk_i,
	rst_ni,
	mbx_range_valid_i,
	hostif_abort_ack_i,
	mbx_error_set_i,
	sysif_control_abort_set_i,
	sys_read_all_i,
	writer_close_mbx_i,
	writer_last_word_written_i,
	writer_write_valid_i,
	mbx_empty_o,
	mbx_write_o,
	mbx_read_o,
	mbx_sys_abort_o,
	mbx_ready_update_o,
	mbx_ready_o,
	mbx_irq_ready_o,
	mbx_irq_abort_o,
	mbx_state_error_o
);
	reg _sv2v_0;
	parameter [0:0] CfgOmbx = 1'b1;
	input wire clk_i;
	input wire rst_ni;
	input wire mbx_range_valid_i;
	input wire hostif_abort_ack_i;
	input wire mbx_error_set_i;
	input wire sysif_control_abort_set_i;
	input wire sys_read_all_i;
	input wire writer_close_mbx_i;
	input wire writer_last_word_written_i;
	input wire writer_write_valid_i;
	output wire mbx_empty_o;
	output wire mbx_write_o;
	output wire mbx_read_o;
	output wire mbx_sys_abort_o;
	output wire mbx_ready_update_o;
	output wire mbx_ready_o;
	output wire mbx_irq_ready_o;
	output wire mbx_irq_abort_o;
	output reg mbx_state_error_o;
	wire [2:0] ctrl_state_q;
	reg [2:0] ctrl_state_d;
	wire [2:0] ctrl_state_logic;
	assign ctrl_state_q = ctrl_state_logic;
	prim_flop #(
		.Width(3),
		.ResetValue(3'b000)
	) aff_ctrl_state_q(
		.clk_i(clk_i),
		.rst_ni(rst_ni),
		.d_i(ctrl_state_d),
		.q_o(ctrl_state_logic)
	);
	wire mbx_idle;
	assign mbx_idle = ctrl_state_q == 3'b000;
	assign mbx_empty_o = mbx_idle & mbx_range_valid_i;
	assign mbx_write_o = ctrl_state_q == 3'b001;
	assign mbx_read_o = ctrl_state_q == 3'b011;
	assign mbx_sys_abort_o = ctrl_state_q == 3'b101;
	assign mbx_irq_abort_o = (ctrl_state_q != 3'b101) && (ctrl_state_d == 3'b101);
	assign mbx_irq_ready_o = (ctrl_state_q != 3'b011) && (ctrl_state_d == 3'b011);
	wire ombx_set_ready;
	wire ombx_clear_ready;
	assign ombx_set_ready = ((CfgOmbx & mbx_idle) & mbx_range_valid_i) & writer_close_mbx_i;
	assign ombx_clear_ready = CfgOmbx & (((mbx_error_set_i | sysif_control_abort_set_i) | hostif_abort_ack_i) | (mbx_read_o & sys_read_all_i));
	assign mbx_ready_update_o = CfgOmbx & (ombx_set_ready | ombx_clear_ready);
	assign mbx_ready_o = !ombx_clear_ready;
	always @(*) begin
		if (_sv2v_0)
			;
		ctrl_state_d = ctrl_state_q;
		mbx_state_error_o = 1'b0;
		if (hostif_abort_ack_i)
			ctrl_state_d = 3'b000;
		else
			(* full_case, parallel_case *)
			case (ctrl_state_q)
				3'b000: begin
					if (CfgOmbx) begin
						if (mbx_range_valid_i & writer_close_mbx_i)
							ctrl_state_d = 3'b011;
					end
					else if (mbx_range_valid_i & writer_write_valid_i)
						ctrl_state_d = 3'b001;
					if (mbx_error_set_i)
						ctrl_state_d = 3'b100;
					else if (sysif_control_abort_set_i)
						ctrl_state_d = 3'b101;
				end
				3'b001:
					if (mbx_error_set_i)
						ctrl_state_d = 3'b100;
					else if (sysif_control_abort_set_i)
						ctrl_state_d = 3'b101;
					else if (writer_close_mbx_i) begin
						if (writer_last_word_written_i)
							ctrl_state_d = 3'b011;
						else
							ctrl_state_d = 3'b010;
					end
				3'b010:
					if (mbx_error_set_i)
						ctrl_state_d = 3'b100;
					else if (sysif_control_abort_set_i)
						ctrl_state_d = 3'b101;
					else if (writer_last_word_written_i)
						ctrl_state_d = 3'b011;
				3'b011:
					if (mbx_error_set_i)
						ctrl_state_d = 3'b100;
					else if (sysif_control_abort_set_i)
						ctrl_state_d = 3'b101;
					else if (sys_read_all_i)
						ctrl_state_d = 3'b000;
				3'b100:
					if (sysif_control_abort_set_i)
						ctrl_state_d = 3'b101;
				3'b101:
					;
				default: begin
					ctrl_state_d = 3'b000;
					mbx_state_error_o = 1'b1;
				end
			endcase
	end
	initial _sv2v_0 = 0;
endmodule
module prim_flop (
        clk_i,
        rst_ni,
        d_i,
        q_o
);
        parameter signed [31:0] Width = 1;
        parameter [Width - 1:0] ResetValue = 0;
        input clk_i;
        input rst_ni;
        input [Width - 1:0] d_i;
        output reg [Width - 1:0] q_o;
        always @(posedge clk_i or negedge rst_ni)
                if (!rst_ni)
                        q_o <= ResetValue;
                else
                        q_o <= d_i;
endmodule

==> results.sh <==
# physical design summary
export IMPL_status="finished with violations"
export IMPL_violations="negative setup slack"
export IMPL_dieArea_um2=6400
export IMPL_logic_area_um2=252.7
export IMPL_drv_cap=0
export IMPL_top_register="aff_ctrl_state_q.q_o"
export IMPL_antenna_found_initial=0
export IMPL_n_antenna_cell=0
export IMPL_die_w_um=80
export IMPL_powerDensity_nw_per_um2=467.1
export IMPL_clock_sinks=5
export IMPL_drtIter0Drc=0
export IMPL_fin_area_um2=728.2
export IMPL_numSynthFlops=5
export IMPL_fin_cells=113
export IMPL_synthCells=31
export IMPL_synth_warnings=2
export IMPL_ys_seq_share_pct=40.56
export IMPL_vdd_drop_max_mv=0.2103
export IMPL_reg2reg_depth=6
export IMPL_numPortBuffers=16
export IMPL_drt_pass1_iter_count=1
export IMPL_initial_core_util_pct=9.121
export IMPL_ys_cells=31
export IMPL_dp_hpwl_um=1019
export IMPL_crit_path_start_kind="flip-flop"
export IMPL_syn_area_um2=311.5
export IMPL_worst_ep_required_time_ns=1.44
export IMPL_drc=0
export IMPL_setup_viol=2
export IMPL_max_clock_freq_ghz=0.5410
export IMPL_final_util_pct=21.32
export IMPL_ant_nets=0
export IMPL_cts_inserted_buffers=3
export IMPL_worstSkewPairLatency_ns=0.24
export IMPL_route_vias_total=379
export IMPL_core_area_um2=3416
export IMPL_num_rows=21
export IMPL_critical_path_max_fanout=4
export IMPL_min_path_type="in -> async"
export IMPL_dieHeight_um=80
export IMPL_reg2reg_setup_slack_ns=0.43
export IMPL_grt_pass1_wl_um=2104
export IMPL_power_mw=0.3401
export IMPL_period_needed_ns=1.848
export IMPL_r2r_start="aff_ctrl_state_q.q_o[4]$_DFF_PN0_"
export IMPL_clockBufferDepth=2
export IMPL_tool_warnings=28
export IMPL_worstSetupPathType="reg -> out"
export IMPL_clockRootBuffer="clkbuf_4"
export IMPL_yosys_area_um2=311.5
export IMPL_fillers=377
export IMPL_tns_ns=-0.07742
export IMPL_gr_total_overflow=0
export IMPL_areaGrowthSynthToFinish_pct=133.7
export IMPL_crit_arrival_ns=1.49
export IMPL_postSynthAreaPerCell_um2=10.05
export IMPL_cts_tree="built"
export IMPL_finalClockPeriodUsage_pct=102.7
export IMPL_r2r_end="aff_ctrl_state_q.q_o[4]$_DFF_PN0_"
export IMPL_drv_slew=0
export IMPL_routed_wl_um=1261
export IMPL_avgViaCountPerCell=3.354
export IMPL_fin_worst_skew_ns=0.003593
export IMPL_crit_path_end_kind="output pin"
export IMPL_rsz0062_at_grt="yes"
export IMPL_place_congestion=0.7871
export IMPL_drive_gt1_share_pct=64.18
export IMPL_hold_viol=0
export IMPL_reg_largest_list="aff_ctrl_state_q.q_o x5"
export IMPL_largest_reg_flops=5
export IMPL_p_leak_nw=0.3059
export IMPL_postCtsHoldBufs=0
export IMPL_worstSetupStartpoint="aff_ctrl_state_q.q_o[4]$_DFF_PN0_"
export IMPL_pre_cts_slack_ns=-0.6728
export IMPL_dp_cells=104
export IMPL_setup_slack_ns=-0.04833
export IMPL_seq_area_um2=127.6
export IMPL_whs_ns=0.3544
export IMPL_place_area_um2=611.8
export IMPL_grt_max_degree=6
export IMPL_grt_pass1_vias=419
export IMPL_htreeDepth=1
export IMPL_routedWlPerCell_um=11.16
export IMPL_ioPinCount=19
export IMPL_clk_pin_slew_ns=0.04
export IMPL_grt_util_all_layers_pct=4.066
export IMPL_synth_cell_types=22
-- Yosys cell counts --
cell | instances | area, um2
a21oi_1 | 2 | 10.01
a22oi_1 | 1 | 7.510
a31oi_4 | 1 | 21.27
and2_1 | 1 | 6.260
buf_4 | 1 | 7.510
conb_1 | 1 | 3.750
dfrtp_1 | 4 | 100.1
dfstp_2 | 1 | 26.28
nand2_1 | 3 | 11.26
nand3_1 | 1 | 5.000
nor2_1 | 2 | 7.510
nor3_1 | 1 | 5.000
nor3b_1 | 2 | 15.01
nor4_1 | 2 | 12.51
nor4b_1 | 1 | 8.760
nor4b_2 | 1 | 15.01
o21bai_1 | 1 | 7.510
o31ai_1 | 1 | 7.510
or2b_1 | 1 | 7.510
or2b_2 | 1 | 8.760
or3_1 | 1 | 6.260
or3_4 | 1 | 11.26
-- power breakdown --
group          switching (mW)  internal [mW]
clock network          0.0417         0.0835
logic                  0.0353         0.0545
registers             0.00646          0.119
-- cells in the final DEF (no fill, tap or decap), types with 2 or more instances in the layout --
cell	n
dfrtp_1	3
clkbuf_4	3
nor2_1	2
nor4b_4	2
clkdlybuf4s50_1	3
buf_6	4
or3_4	2
buf_2	6
nand2_1	2
dlygate4sd2_1	5
buf_4	14
nor3b_2	2
-- worst max-delay path by stage --
stage                 end
4_1_cts   mbx_irq_ready_o
5_1_grt   mbx_irq_ready_o
6_report  mbx_irq_ready_o
-- what timing repair did --
action / 4_1_cts / 5_1_grt
endpoints found under the setup margin: 6 / 4
setup buffers: 5 / 1
cloned: 0 / 0
gates resized: 43 / 7
pin swaps: 5 / 4
-- critical path, cell delays in order, from the launching register on --
cell and delay (ns):
dfrtp_1 0.41, or2b_4 0.30, a31oi_4 0.20, nor4b_4 0.21, buf_2 0.13
-- layer usage --
| layer | GRT usage, % | part of all wire [%] |
|---|---|---|
| met1 | 4.161 | 36 |
| met2 | 7.865 | 61 |
| met3 | 1.364 | 2.9 |
| met4 | 0.5282 | 0 |
| met5 | 0 | 0 |
-- layout make-up --
class                      count  area share (%)
sequential                     5           17.53
multi-input combinational     25           34.71
timing repair buffer          33           36.25
clock buffer                   4           3.608
tap                           46           7.904
-- kinds of logic after synthesis --
family                 Yosys count  synth area share [%]
other                            1                 1.204
AND/OR/NAND/NOR                 18                 38.55
AND-OR/OR-AND                    6                 17.27
buffers and inverters            1                 2.411
flip-flops                       5                 40.57
Power and IR drop assume default switching activity.
